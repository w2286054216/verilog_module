[config.mk]
export PLATFORM = sky130hd
export DESIGN_NAME = ahb_decoder
export DESIGN_NICKNAME = ahb_decoder
export VERILOG_FILES = /design/flow/design.v
export SDC_FILE = /design/flow/constraint.sdc
export NUM_CORES = 4
export LEC_CHECK = 1
export CORE_UTILIZATION = 50
[constraint.sdc]
current_design ahb_decoder

set clk_period 6.4
set clk_io_pct 0.2

create_clock -name clk0 -period $clk_period [get_ports {ahb_clk_in}]

set non_clock_inputs [all_inputs -no_clocks]
set_input_delay [expr $clk_period * $clk_io_pct] -clock clk0 $non_clock_inputs
set_output_delay [expr $clk_period * $clk_io_pct] -clock clk0 [all_outputs]
[design.v]
module ahb_decoder #(
        parameter  AHB_BASE_ADDR    =  32'h20300000,
        parameter  AHB_SPACE_WIDTH  =  16,
        parameter  AHB_ADDR_WIDTH   =  32,
        parameter  SLAVE_DEVICES    =  2
        )
(
    input   ahb_clk_in,
    input   ahb_rstn_in,
    input   [AHB_ADDR_WIDTH -1:0]  ahb_addr_in,
    input   multi_ready_in,
    output  reg  [$clog2(SLAVE_DEVICES) :0]  multi_sel_out,
    output  [SLAVE_DEVICES -1: 0]  slave_sel_out
);
localparam  SLAVE_DEVICE1_OFFSET = 16'h0;
localparam  SLAVE_DEVICE2_OFFSET = 16'h400;
localparam  SLAVE_DEVICE3_OFFSET = 16'h800;
localparam  SLAVE_DEVICE4_OFFSET = 16'hc00;
localparam  SLAVE_DEVICE1_ADDR =  AHB_BASE_ADDR + SLAVE_DEVICE1_OFFSET;
localparam  SLAVE_DEVICE2_ADDR =  AHB_BASE_ADDR + SLAVE_DEVICE1_OFFSET;
localparam  SLAVE_DEVICE3_ADDR =  AHB_BASE_ADDR + SLAVE_DEVICE1_OFFSET;
localparam  SLAVE_DEVICE4_ADDR =  AHB_BASE_ADDR + SLAVE_DEVICE1_OFFSET;
reg  [AHB_ADDR_WIDTH-1: 0]  addr_cur;
reg  [AHB_ADDR_WIDTH-1: 0]  addr_next;
reg  [SLAVE_DEVICES -1: 0]  cur_slave_selx;
reg  [SLAVE_DEVICES -1: 0]  next_slave_selx;
reg  trans_unready;
wire  addr_valid;
always @(*) begin
    next_slave_selx  =  0;
    case (addr_next[AHB_ADDR_WIDTH -1: 10])
            SLAVE_DEVICE1_ADDR[AHB_ADDR_WIDTH -1: 10]: next_slave_selx  =  2'd1;
            SLAVE_DEVICE2_ADDR[AHB_ADDR_WIDTH -1: 10]: next_slave_selx  =  2'd2;
            default: next_slave_selx        =  0;
    endcase
end
always @(*) begin
    multi_sel_out       =    0;
    cur_slave_selx      =    0;
    case (addr_cur[AHB_ADDR_WIDTH -1: 10])
            SLAVE_DEVICE1_ADDR[AHB_ADDR_WIDTH -1: 10]: begin
                multi_sel_out           =   2;
                cur_slave_selx          =   1;
            end
            SLAVE_DEVICE2_ADDR[AHB_ADDR_WIDTH -1: 10]: begin
                multi_sel_out           =   3;
                cur_slave_selx          =   2;
            end
            default: begin
                    multi_sel_out           =   addr_cur? 1: 0;
                    cur_slave_selx          =   0;
            end
    endcase
end
always @(posedge ahb_clk_in  or negedge ahb_rstn_in) begin
        if (!ahb_rstn_in) begin
            addr_cur            <=   0;
            addr_next           <=   0;
            trans_unready       <=   0;
        end
        else begin
            if (multi_ready_in) begin
                addr_cur         <=  addr_next;
                addr_next        <=  addr_valid? ahb_addr_in: 0;
                trans_unready    <=  addr_next?   1: 0;
            end
            else begin
                addr_cur         <=   trans_unready? addr_cur: addr_next;
                addr_next        <=   trans_unready? addr_next: (addr_valid ? ahb_addr_in:   0);
                trans_unready    <=   trans_unready? trans_unready: (addr_next? 1: 0);
            end
        end
end
assign  addr_valid  = (ahb_addr_in[AHB_ADDR_WIDTH -1: AHB_SPACE_WIDTH] ==  AHB_BASE_ADDR[AHB_ADDR_WIDTH -1: AHB_SPACE_WIDTH]);
assign  slave_sel_out  =  next_slave_selx | cur_slave_selx;
endmodule  
[run.sh]
#!/bin/bash
# OpenROAD 26Q1-2900-gdf79404cd8, Yosys 0.63+post, stock flow scripts
make -C /OpenROAD-flow-scripts/flow DESIGN_CONFIG=/design/flow/config.mk WORK_HOME=/design/flow/orfs finish
==> results.py <==
# Metrics from the implementation run
metrics = {
    "drt": {
        "detail-route-antenna-nets": 0,
        "top_layer": "met4",
        "routedWlPerCell_um": 16.0,
        "vias": 1621,
        "drtPass1Iterations": 4,
        "dr_wl_met2_mm": 2.16,
        "drt-met1-wl_mm": 2.20,
        "drc": 0,
        "drt-initial-drc-count": 29,
        "num_antenna_cells": 0,
        "viasPerCell": 5.61,
        "drt_wl_total_mm": 4.62,
        "wl_met3_um": 213,
    },
    "yosys": {
        "async_flop_share": 1.00,
        "postSynthAreaPerCell_um2": 14.5,
        "yosys_area_um2": 2590,
        "top_cells_by_area": "dfrtp_1, mux2_2, a32o_1, mux2_1, and2_1",
        "ys_top_cells_by_count": "dfrtp_1, mux2_2, a32o_1",
        "synth-seq-cells": 65,
        "top_cell": "dfrtp_1",
        "yosysWarnings": 1,
        "synth_area_um2": 2590,
        "edf_count": 0,
        "yosys_most_used_dff": "dfrtp_1",
        "synthCells": 179,
        "synth_top_area_share": 0.627,
        "yosysTopAreaCell": "dfrtp_1",
        "synth.distinct_cells": 27,
        "ys_seq_share": 0.627,
        "yosys_cells": 179,
    },
    "final_timing": {
        "rsz0062_at_grt": "false",
        "fin_crit_ns": 3.58,
        "fmax_ghz": 0.280,
        "finalHoldViolations": 0,
        "fin_worst_hold_slack_ns": 0.499,
        "fin_skew_ns": 0.00791,
        "min_period_over_period": 0.559,
        "setup_viol": 0,
        "setup_total_negative_slack_ns": 0,
        "max_slew.worst_pin.slew_ns": 0.783,
        "final-max-slew-violation-count": 0,
        "relSlewSlack": 0.478,
    },
    "worst_setup_path": {
        "worstPathMaxFanout": 2,
        "arrival_ns": 2.30,
        "reg2reg_depth": 4,
        "crit_required_ns": 5.12,
        "end_kind": "output pin",
        "reg2reg_to": "addr_next[6]$_DFFE_PN0P_",
        "r2r-start": "trans_unready$_DFF_PN0_",
        "r2r_slack_ns": 4.36,
        "cp-start-kind": "flop",
        "path_class": "flop to output pin",
    },
    "worst_hold_path": {
        "hp-start": "addr_cur[6]$_DFFE_PN0P_",
        "holdPathEnd": "addr_cur[6]$_DFFE_PN0P_",
        "min_path_type": "flop to flop",
        "hold_path_depth": 1,
    },
    "floorplanning": {
        "dieHeight_um": 74.0,
        "chip_area_um2": 5480,
        "initial_core_util": 0.535,
        "num_io_pins": 39,
        "die_width_um": 74.0,
        "rows": 25,
        "coreArea_um2": 4850,
    },
    "cts": {
        "cts.path.max_buffers": 2,
        "cts_sinks": 65,
        "cts_max_level": 3,
        "clkTransAtPathRegs_ns": 0.07,
        "post-cts-setup-buffers": 0,
        "clock_tree.root_cell": "clkbuf_8",
        "cts_tree": "built",
        "clk-insertion-delay-late_ns": 0.33,
        "cts_hold_buf": 0,
        "cts_buffers": 9,
        "cts_resized": 0,
    },
    "job": {
        "warnings": 26,
        "cap_violations": 0,
    },
    "power": {
        "p_leak_nw": 1.55,
        "ir_drop_mv": 0.190,
        "power_density_nw_per_um2": 249,
    },
    "outcome": {
        "status": "complete, no violations",
    },
    "place": {
        "place_hpwl_mm": 3.14,
        "io_buffers": 37,
        "gp_congestion": 0.779,
    },
    "grt": {
        "grt_overflow_total": 0,
        "grt_pass1_vias": 1615,
        "grt_max_degree": 66,
        "antenna_found_initial": 0,
        "grt_pass1_wl_mm": 8.00,
        "gr-usage-all-layers": 0.209,
    },
    "layout": {
        "drive_above_1_share": 0.203,
        "area_growth_pct": 23.5,
    },
}
-- cell type report --
type	count	area [µm²]
clock buffers	13	139
flip-flops and latches	65	1630
multi-input cells	102	906
fillers	366	1650
repair buffers	39	380
well taps	67	83.8
clock inverters	3	65.1
-- worst max-delay path by stage --
stage | start | end | slack [ns] | cells past startpoint
final | addr_cur[13]$_DFFE_PN0P_ | slave_sel_out[0] | 2.82 | 4
after global routing | addr_cur[13]$_DFFE_PN0P_ | slave_sel_out[0] | 2.75 | 4
after CTS | addr_cur[13]$_DFFE_PN0P_ | slave_sel_out[0] | 2.80 | 4
-- kinds of logic after synthesis --
group	share of synthesized area
AND-OR/OR-AND	0.0840
buffers and inverters	0.0261
flip-flops	0.627
multiplexers	0.139
other	0.00145
AND/OR/NAND/NOR	0.122
-- stage by stage --
stage	setup WS (ns)	util	std cells	total power, mW	cell area (µm²)
floorplan	3.69	-	179	0.421	2590
global placement	3.04	0.618	273	0.449	3000
detailed placement	2.96	0.618	273	0.450	3000
CTS	2.80	0.660	289	0.808	3200
global route	2.75	0.660	289	0.832	3200
finish	2.82	0.660	289	0.797	3200
-- metal layers --
metal / up-vias / track usage
li1: 760 / -
met1: 825 / 0.351
met2: 31 / 0.300
met3: 5 / 0.0646
met4: 0 / 0.0214
met5: - / 0
-- flip-flops by register name, indices dropped and copies added, names as in the netlist --
name	flops
addr_cur	32
trans_unready	1
addr_next	32
-- layout by cell type (no fill, tap or decap), types with 2 or more instances in the layout --
cell / Yosys / final
or4_1: 4 / 4
clkdlybuf4s50_1: 0 / 36
nand3_1: 3 / 3
or4_4: 2 / 2
dfrtp_1: 65 / 65
and3_1: 2 / 2
mux2_2: 24 / 24
nand4_1: 2 / 2
clkbuf_1: 3 / 4
nor3_1: 3 / 3
and2_1: 13 / 13
bufinv_16: 0 / 2
clkbuf_8: 0 / 9
a32o_1: 16 / 16
buf_4: 2 / 2
nor2_1: 3 / 3
a22o_1: 3 / 3
nor4_1: 10 / 10
mux2_1: 8 / 8
-- where the power goes --
group          internal [mW]  switching [mW]  total [mW]
combinational         0.0190          0.0118      0.0308
sequential             0.411      0.00000365       0.411
clock                  0.219           0.136       0.355
-- critical path, cell delays in order, from the launching register on --
cell	delay, ns
dfrtp_1	0.39
or4_4	0.54
or3_4	0.39
a2bb2o_4	0.19
clkdlybuf4s50_1	0.45
No activity file was given, so power comes from the tool's default toggle rates.
