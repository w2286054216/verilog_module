File: design/flow/run.sh
#!/bin/bash
# OpenROAD 26Q1-2900-gdf79404cd8, Yosys 0.63+post, stock flow scripts
make -C /OpenROAD-flow-scripts/flow DESIGN_CONFIG=/design/flow/config.mk WORK_HOME=/design/flow/orfs finish
File: design/flow/constraint.sdc
current_design ahb_slave_if

set clk_period 15.9
set clk_io_pct 0.2

create_clock -name clk0 -period $clk_period [get_ports {ahb_clk_in}]

set non_clock_inputs [all_inputs -no_clocks]
set_input_delay [expr $clk_period * $clk_io_pct] -clock clk0 $non_clock_inputs
set_output_delay [expr $clk_period * $clk_io_pct] -clock clk0 [all_outputs]
File: design/flow/design.v
module ahb_slave_if #(  parameter   AHB_DATA_WIDTH    = 32,
                        parameter   AHB_ADDR_WIDTH    = 32,
                        parameter   AHB_WAIT_TIMEOUT  =  6
                        )
(
    input   ahb_clk_in,
    input   ahb_rstn_in,
    input   [AHB_ADDR_WIDTH -1:0]  ahb_addr_in,
    input   [2:0]  ahb_burst_in,
    output  reg  [AHB_DATA_WIDTH -1:0]  ahb_rdata_out,
    output  reg  ahb_ready_out,    
    output  reg  ahb_resp_out,
    input   ahb_sel_in,
    input   [2:0]  ahb_size_in,
    input   [1:0]  ahb_trans_in,
    input   [AHB_DATA_WIDTH -1: 0]  ahb_wdata_in,
    input   ahb_write_in,
    output  reg  [AHB_ADDR_WIDTH -1:0]  other_addr_out,
        output [2:0]  other_burst_out,
    output  other_clk_out,
    input   other_error_in,
    output  reg  other_error_out,
    input   [AHB_DATA_WIDTH -1: 0]  other_rdata_in,
    input   other_ready_in,
    output  reg  other_sel_out,
    output  reg  [2:0]  other_size_out,
    output  reg  [AHB_DATA_WIDTH -1:0]  other_wdata_out,
    output  reg  other_write_out
);
localparam  AHB_TRANS_IDLE = 2'd0;
localparam  AHB_TRANS_BUSY = 2'd1;
localparam  AHB_TRANS_NONSEQ = 2'd2;
localparam  AHB_TRANS_SEQ = 2'd3;
localparam  AHB_BURST_SINGLE   =  3'd0;
localparam  AHB_BURST_INCR     =  3'd1;
localparam  AHB_BURST_WRAP4    =  3'd2;
localparam  AHB_BURST_INCR4    =  3'd3;
localparam  AHB_BURST_WRAP8    =  3'd4;
localparam  AHB_BURST_INCR8    =  3'd5;
localparam  AHB_BURST_WRAP16   =  3'd6;
localparam  AHB_BURST_INCR16   =  3'd7;
localparam  STATE_RST               =   3'd0;
localparam  STATE_TRANS_IDLE        =   3'd1;
localparam  STATE_TRANS_BUSY        =   3'd2;
localparam  STATE_TRANS_NONSEQ      =   3'd3;
localparam  STATE_TRANS_SEQ         =   3'd4;
localparam  STATE_ERROR             =   3'd5;
reg  [2:0]  ahb_state;
reg  [2:0]  next_state;
reg  [3:0]  burst_counter;
reg  busy_2_seq;
reg  [AHB_ADDR_WIDTH -1: 0]  burst_next_addr;
reg  [2:0]  cur_burst;
reg  [2:0]  next_burst;
reg  [AHB_ADDR_WIDTH -1: 0]  trans_addr;
reg  [1:0]  trans_unready;
reg  [$clog2(AHB_WAIT_TIMEOUT) -1: 0]  wait_counter;
wire  add_new_trans;
wire  addr_aligned;
wire  addr_changed;
wire  addr_cross_bound;
wire  [AHB_ADDR_WIDTH -1: 0]  addr_next;
wire  [AHB_ADDR_WIDTH -1: 0]  addr_other_end;
wire  [7:0]  ahb_size_byte;
wire  addr_valid;
wire  burst_changed;
wire  cur_burst_incr;
wire  prot_changed;
wire  size_changed;
wire  size_valid;
wire  [ 7:0 ]  size_byte;
wire  [ 6:0 ]  size_mask;
wire  strb_changed;
wire  trans_changed;
wire  [2:0]  trans_len;
wire  wrap4_bound;
wire  wrap8_bound;
wire  wrap16_bound;
wire  ready_timeout;
wire  next_burst_incr;
wire  next_trans_idle;
wire  next_trans_busy;
wire  next_trans_nonseq;
wire  next_trans_seq;
wire  burst_addr_valid;
function  [2:0] get_len(input [2: 0] burst);
    case(burst)
        AHB_BURST_SINGLE || AHB_BURST_INCR:  get_len  =  0;
        AHB_BURST_INCR4   ||  AHB_BURST_WRAP4:   get_len  =  2;
        AHB_BURST_INCR8   ||  AHB_BURST_WRAP8:   get_len  =  3;
        AHB_BURST_INCR16  ||  AHB_BURST_WRAP16:  get_len  =  4;
        default:   get_len = 0;
    endcase
endfunction
always @(*) begin
    burst_next_addr  =  0;
    if (!cur_burst || !burst_counter)
        burst_next_addr  =  0;
    else if(cur_burst[0])
        burst_next_addr  =  addr_next;
    else begin
        case(cur_burst)
            AHB_BURST_WRAP4: burst_next_addr   =  !wrap4_bound?  addr_next: 
                                        other_addr_out - ( 3 << other_size_out );
            AHB_BURST_WRAP8: burst_next_addr   =  !wrap8_bound?  addr_next: 
                                        other_addr_out -  ( 7 << other_size_out );
            AHB_BURST_WRAP16: burst_next_addr  =  !wrap16_bound? addr_next:
                                        other_addr_out - ( 15 << other_size_out );
            default: burst_next_addr = 0;
        endcase
    end
end
always @(*) begin
    if (!ahb_rstn_in)begin
        next_state       =    STATE_RST;
    end
    else begin
        case (ahb_state)
            STATE_RST:begin
                if (!ahb_sel_in)
                    next_state          =   STATE_RST;
                else  if (  !size_valid ||  !next_trans_nonseq || !addr_valid) 
                    next_state          =   STATE_ERROR;
                else
                    next_state          =   STATE_TRANS_NONSEQ;
            end
            STATE_TRANS_IDLE:begin
                if ( (!ahb_sel_in && trans_unready) || (ahb_sel_in && (next_trans_busy || next_trans_seq ))
                        ||  (  trans_unready  &&  ready_timeout ) )
                    next_state            =     STATE_ERROR;
                else if (!ahb_sel_in)
                    next_state            =     STATE_RST;
                else if (next_trans_nonseq)
                    next_state            =     STATE_TRANS_NONSEQ;
                else
                    next_state            =     STATE_TRANS_IDLE;
            end    
            STATE_TRANS_BUSY:begin
                if ( (!cur_burst_incr &&  ( !ahb_sel_in || burst_changed ||  trans_changed  || next_trans_idle 
                        || next_trans_nonseq || !burst_counter ) ) || (next_trans_busy && trans_changed) 
                        ||  (  trans_unready  &&  ready_timeout ) )
                        next_state                  =    STATE_ERROR;
                else  if (!ahb_sel_in)
                        next_state                  =    STATE_RST;
                else  if (next_trans_busy)
                        next_state                  =    STATE_TRANS_BUSY;
                else  if (next_trans_idle)
                        next_state                  =    STATE_TRANS_IDLE;
                else  if (next_trans_nonseq)
                        next_state                  =    STATE_TRANS_NONSEQ;
                else
                        next_state                  =    STATE_TRANS_SEQ;
            end
            STATE_TRANS_NONSEQ:begin
                if (!ahb_sel_in  || ( !cur_burst &&  (next_trans_busy || next_trans_seq) ) ||
                    ( !cur_burst_incr  && ( next_trans_idle ||next_trans_nonseq) ) ||  
                    (  trans_unready  &&  ready_timeout )  )
                    next_state              =   STATE_ERROR;
                else  if (next_trans_busy)
                        next_state                  =    STATE_TRANS_BUSY;
                else  if (next_trans_idle)
                        next_state                  =    STATE_TRANS_IDLE;
                else  if (next_trans_nonseq)
                        next_state                  =    STATE_TRANS_NONSEQ;
                else
                        next_state                  =    STATE_TRANS_SEQ;
            end
            STATE_TRANS_SEQ:begin
                if ( !ahb_sel_in  || !cur_burst || ( (next_trans_idle || next_trans_nonseq)  && burst_counter  ) || 
                ( !burst_counter && ( next_trans_seq || next_trans_busy ) && !cur_burst_incr ) 
                ||  (  trans_unready  &&  ready_timeout ) )
                    next_state              =   STATE_ERROR;
                else  if (next_trans_busy)
                        next_state                  =    STATE_TRANS_BUSY;
                else  if (next_trans_idle)
                        next_state                  =    STATE_TRANS_IDLE;
                else  if (next_trans_nonseq)
                        next_state                  =    STATE_TRANS_NONSEQ;
                else
                        next_state                  =    STATE_TRANS_SEQ;
            end
            STATE_ERROR: next_state  =  trans_unready[1] ?  STATE_ERROR:  STATE_RST;
            default:begin
                next_state         =    STATE_RST ;
            end
        endcase
    end
end
always @(negedge ahb_clk_in or negedge ahb_rstn_in) begin
    if (!ahb_rstn_in)
        ahb_state    <=    STATE_RST;
    else
        ahb_state    <=    next_state;
end
always @(posedge ahb_clk_in  or  negedge ahb_rstn_in) begin
    if (!ahb_rstn_in) begin
        burst_counter          <=   0;
        busy_2_seq             <=   0;
        cur_burst              <=   0;
        next_burst             <=   0;
        other_addr_out         <=   0;
        other_error_out        <=   0;
        other_sel_out          <=   0;
        other_size_out         <=   0;
        other_write_out        <=   0;
        trans_addr             <=   0;
        trans_unready          <=   0;
        wait_counter           <=   0;
    end
    else  begin
        case (ahb_state)
            STATE_RST: begin
                burst_counter          <=   0;
                busy_2_seq             <=   0;
                cur_burst              <=   0;
                next_burst             <=   0;
                other_addr_out         <=   0;
                other_error_out        <=   0;
                other_sel_out          <=   0;
                other_size_out         <=   0;
                other_write_out        <=   0;
                trans_addr             <=   0;
                trans_unready          <=   0;
                wait_counter           <=   0;
            end
            STATE_TRANS_IDLE: begin
                if (trans_unready  && other_ready_in )
                    trans_unready       <=  (trans_unready - 1);
                else
                    trans_unready       <=  trans_unready;
                if (trans_unready[1] && other_ready_in)
                    wait_counter        <=  wait_counter;
                else  if (other_ready_in)
                    wait_counter        <=  0;
                else
                    wait_counter        <=  (wait_counter + 1);
                busy_2_seq              <=  0;
                other_sel_out           <=  trans_unready? 1:  0;
            end
            STATE_TRANS_BUSY: begin
                if (trans_unready  && other_ready_in )
                    trans_unready       <=  (trans_unready - 1);
                else
                    trans_unready       <=  trans_unready;
                if (trans_unready[1] && other_ready_in)
                    wait_counter        <=  wait_counter;
                else  if (other_ready_in)
                    wait_counter        <=  0;
                else
                    wait_counter        <=  (wait_counter + 1);
                busy_2_seq              <=  1;
            end
            STATE_TRANS_NONSEQ: begin
                busy_2_seq         <=   0;
                cur_burst          <=   add_new_trans? ahb_burst_in : cur_burst;
                other_addr_out     <=   add_new_trans? ahb_addr_in: other_addr_out;
                other_sel_out      <=   1;
                other_size_out     <=   add_new_trans? ahb_size_in: other_size_out;
                other_write_out    <=   add_new_trans? ahb_write_in: other_write_out;
                burst_counter          <=    add_new_trans?  trans_len: burst_counter;
            end
            STATE_TRANS_SEQ:begin
                other_addr_out      <=   other_ready_in?  burst_next_addr: other_addr_out;
                burst_counter       <=   cur_burst_incr || !other_ready_in?  burst_counter: (burst_counter -  1);
            end
            default: ;
        endcase
    end
end
always @(posedge ahb_clk_in  or  negedge ahb_rstn_in ) begin
    if (!ahb_rstn_in) begin
        other_wdata_out         <=    0;
        ahb_rdata_out           <=    0;
        ahb_ready_out           <=    0;
        ahb_resp_out            <=    0;
    end
    else begin
        case (ahb_state)
            STATE_RST: begin
                other_wdata_out         <=    0;
                ahb_rdata_out           <=    0;
                ahb_ready_out           <=    0;
                ahb_resp_out            <=    0;
            end
            STATE_TRANS_IDLE  || STATE_TRANS_BUSY || STATE_TRANS_NONSEQ
                ||  STATE_TRANS_SEQ: begin
                other_wdata_out         <=    !other_write_out || other_error_in ? 0:  ahb_wdata_in;
                ahb_rdata_out           <=    other_write_out  || other_error_in ? 0:  other_rdata_in;
                ahb_ready_out           <=    other_ready_in;
                ahb_resp_out            <=    other_error_in;
            end
            STATE_ERROR: begin
                other_wdata_out         <=    0;
                ahb_rdata_out           <=    0;
                ahb_ready_out           <=    trans_unready[1]? 0:  1;
                ahb_resp_out            <=    1;
            end
            default: begin
                other_wdata_out         <=    0;
                ahb_rdata_out           <=    0;
                ahb_ready_out           <=    trans_unready[1]? 0:  1;
                ahb_resp_out            <=    1;
            end
        endcase
    end
end
assign  add_new_trans  =  (other_ready_in || !trans_unready[1] );
assign  addr_aligned  =  ( ( ahb_addr_in & size_mask ) & size_byte )?  0: 1;
assign  addr_changed  = ( burst_next_addr !=  ahb_addr_in );
assign  addr_cross_bound  =  (addr_other_end[11:10]  != ahb_addr_in[11:10] );
assign  addr_other_end  =  ( ahb_addr_in + (size_byte << trans_len) );
assign  addr_next  =  ( other_addr_out + ahb_size_byte );
assign  ahb_size_byte  =  ( 1 <<  other_size_out);
assign  addr_valid  =  ( addr_aligned || !addr_cross_bound );
assign  burst_changed  =  ( ahb_burst_in  !=  cur_burst );
assign  cur_burst_incr = ( cur_burst == AHB_BURST_INCR ) ;
    assign  other_burst_out  =  cur_burst;
assign next_trans_idle   =  (ahb_trans_in == AHB_TRANS_IDLE);
assign next_trans_busy   =  (ahb_trans_in == AHB_TRANS_BUSY);
assign next_trans_nonseq  = (ahb_trans_in == AHB_TRANS_NONSEQ);
assign next_trans_seq  =  (ahb_trans_in == AHB_TRANS_SEQ);
    assign  prot_changed  =  0;
    assign  strb_changed  =  0;
assign  ready_timeout  =  (wait_counter ==  AHB_WAIT_TIMEOUT);
assign  size_byte   =  ( 1 << ahb_size_in );
assign  size_changed  =  ( ahb_size_in  !=  other_size_out );
assign  size_mask   =  ( size_byte  - 1 );
assign  size_valid  =  ( size_byte  << 3 ) > AHB_DATA_WIDTH ? 0: 1;
assign  trans_changed  =  addr_changed || burst_changed || prot_changed 
                        || size_changed || strb_changed;
assign  trans_len  =  get_len(cur_burst);
assign  next_burst_incr = ( ahb_burst_in == AHB_BURST_INCR ) ;
assign  other_clk_out =  ahb_clk_in;
assign   wrap4_bound   =  ( addr_next & ( ( ahb_size_byte << 2) - 1))?  0:  1;
assign   wrap8_bound   =  ( addr_next & ( ( ahb_size_byte << 3) - 1))?  0:  1;
assign   wrap16_bound  =  ( addr_next & ( ( ahb_size_byte << 4) - 1))?  0:  1;
endmodule  
File: design/flow/config.mk
export PLATFORM = sky130hd
export DESIGN_NAME = ahb_slave_if
export DESIGN_NICKNAME = ahb_slave_if
export VERILOG_FILES = /design/flow/design.v
export SDC_FILE = /design/flow/constraint.sdc
export NUM_CORES = 4
export LEC_CHECK = 1
export CORE_UTILIZATION = 50
==> run_results.csv <==
group,metric,value,unit
critical_path,startpoint_type,"register",
synthesis,ys_ff,121,
critical_path,crit_fanout,6,
critical_path,r2r_end,"ahb_state[4]",
final_timing,fin_setup_tns,0,ps
global_routing,antenna_found_initial,1,
global_routing,grt_pass1_vias,8968,
critical_path,required,8320,ps
critical_path,worstSetupEndpointType,"register",
critical_path,reg2reg_depth,33,
final_layout,final_common_cell,"clkdlybuf4s50_1",
synthesis,ys_seq_frac,0.327,
synthesis,synth-edff-count,0,
cts,cts_tree,"done",
synthesis,yosysCellCount,1072,
critical_path,r2r_start,"other_size_out[1]",
routing,diodes,0,
final_timing,finClkSkew,55.5,ps
place,dp_slack,-61.8,ps
floorplan,num_io_pins,218,
final_timing,fin_ws,362,ps
routing,antenna_violating_nets_post_route,0,
synthesis,syn-cell-area,9270,µm²
synthesis,synth-simple-area-share,0.240,
synthesis,adder_share,0.0593,
final_layout,area_delta_synth_final,37.7,%
critical_path,crit_end,"ahb_state[4]",
critical_path,critical_path.top_delay_family,"simple AND/OR/NAND/NOR gates",
synthesis,yosys.area_share.aoi,0.218,
pwr,total_power,899,µW
place,numPortBuffers,216,
floorplan,fp_util,0.512,
synthesis,ys_top_logic_family,"simple AND/OR/NAND/NOR gates",
global_routing,grt_max_degree,52,
critical_path,crit_slowest_cell,"or4_1",
critical_path,critical_path.startpoint,"other_size_out[1]",
synthesis,muxShareOfSynthArea,0.0211,
pwr,p_leak,0.00526,µW
global_routing,use_met3,0.0865,
synthesis,synthArstFlopShare,1.00,
critical_path,crit_arrival,7960,ps
synthesis,yosys_area,9270,µm²
final_timing,drv_slew,0,
floorplan,die-area,19100,µm²
final_layout,layout_top_cells,"215 x clkdlybuf4s50_1, 115 x dfrtp_1, 89 x nand2_1, 70 x and2_1, 65 x nor2_1",
routing,routed_via_density,6.06,
synthesis,synth_cell_types,98,
synthesis,synth_area_per_cell,8.65,µm²
cts,clk_pin_slew,60,ps
cts,clock_latency,560,ps
place,place.gp.congestion,1.02,
min_path,min_path_type,"reg -> reg",
final_layout,drive_above_1_share,0.129,
global_routing,grt-ovfl-total,0,
flow_run,tool_warnings,37,
routing,drt-total-wl,31.9,mm
critical_path,max_stage_delay,470,ps
synthesis,ys_sh_xor,0.0851,
global_routing,grt-busiest-layer,"met2",
pwr,p_per_area,70.5,nW/µm²
critical_path,path_buffers,3,
floorplan,die_y,138,µm
final_timing,setup_viol,0,
routing,wl_per_cell,20.7,µm
flow_run,drv_cap,0,
floorplan,core_area,18100,µm²
routing,drt_first_pass_iters,27,
final_layout,stdcell_area,12800,µm²
global_routing,grt_pass1_wl,50.1,mm
synthesis,flop_cell,"dfrtp_1",
synthesis,yosys_warnings,1,
synthesis,synthCells,1072,
floorplan,die_w,138,µm
critical_path,r2r_slack,360,ps
place,placed_cell_area,11900,µm²
critical_path,cp.depth,33,
global_routing,use_met1,0.510,
final_layout,final_core_util,0.706,
global_routing,grt_util_met2,0.533,
place,dpl.hpwl,23.9,mm
pwr,peakVddDrop,0.0848,mV
critical_path,crit_type,"reg -> reg",
final_timing,timing.slew.headroom,0.339,
final_timing,tightest_slew,992,ps
final_timing,hold_viol_final,0,
routing,drtIter0Drc,702,
routing,via_count,9353,
floorplan,rows,49,
run_status,status,"complete, no violations",
routing,drc,0,
global_routing,grtUsageTotal,0.350,
-- where the power goes --
group | switching (µW) | internal, µW
clock | 168 | 274
combinational | 72.2 | 67.5
sequential | 6.83 | 311
-- how the worst min path moves through the flow --
stage / start / to / slack, ps / cells past startpoint
final: trans_unready[0] / trans_unready[0] / 510 / 1
after global routing: trans_unready[0] / trans_unready[0] / 540 / 1
after CTS: trans_unready[0] / trans_unready[0] / 510 / 1
-- registers in the layout (all words and copies together) (netlist names) --
register	count
ahb_rdata_out	32
ahb_ready_out	1
ahb_resp_out	1
ahb_state	6
burst_counter	4
cur_burst	3
other_addr_out	32
other_sel_out	1
other_size_out	3
other_wdata_out	32
other_write_out	1
trans_unready	2
wait_counter	3
-- area by class of cell --
class                      instances  area (µm²)
timing repair buffer             277        2640
clock inverter                    16         181
tap                              229         287
fill                            1341        5330
multi-input combinational        838        5960
sequential                       121        3030
inverter                          41         154
clock buffer                      21         510
-- Yosys cell counts (10+ instances only) --
| cell | count | share of area |
|---|---|---|
| ha_1 | 38 | 0.051 |
| o21ai_0 | 59 | 0.032 |
| xnor2_1 | 58 | 0.055 |
| a22oi_1 | 19 | 0.015 |
| nor2b_1 | 11 | 0.0074 |
| nor4_1 | 15 | 0.010 |
| inv_1 | 41 | 0.017 |
| nand2_1 | 89 | 0.036 |
| nand2b_1 | 11 | 0.0074 |
| or3_1 | 19 | 0.013 |
| a21o_1 | 11 | 0.0089 |
| nand4_1 | 15 | 0.010 |
| xor2_1 | 32 | 0.030 |
| a21oi_1 | 44 | 0.024 |
| o22ai_1 | 24 | 0.016 |
| and2_1 | 70 | 0.047 |
| nor2_1 | 66 | 0.027 |
| nor3_1 | 27 | 0.015 |
| dfrtp_1 | 115 | 0.31 |
| mux2_2 | 12 | 0.015 |
| o211ai_1 | 10 | 0.0081 |
| clkbuf_1 | 54 | 0.022 |
| nand3_1 | 26 | 0.014 |
-- layer usage --
metal | part of all wire | up-vias
met3 | 0.091 | 64
met5 | 0 | -
met4 | 0.031 | 0
met2 | 0.45 | 481
li1 | - | 4338
met1 | 0.42 | 4470
-- cells by family (layout without fill, tap and decap cells) --
| group | Yosys count | count (layout) |
|---|---|---|
| flip-flops | 121 | 121 |
| AND-OR/OR-AND | 284 | 284 |
| other | 1 | 1 |
| multiplexers | 18 | 18 |
| AND/OR/NAND/NOR | 402 | 402 |
| buffers and inverters | 113 | 355 |
| adder cells (fa/ha/maj) | 43 | 43 |
| XOR/XNOR | 90 | 90 |
-- worst register-to-register path, delay by kind of cell, from the launching register on --
family / cells / cell delay [ps]
AND-OR/OR-AND: 15 / 2430
XOR/XNOR: 1 / 260
adder cells (fa/ha/maj): 3 / 810
buffers and inverters: 3 / 310
flip-flops: 1 / 400
AND/OR/NAND/NOR: 11 / 3220
-- metrics by stage --
step | std cells | hold slack (ps)
after floorplan | 1072 | 452
after global placement | 1504 | 483
after detailed placement | 1504 | 493
after CTS | 1540 | 512
after global routing | 1543 | 544
final | 1543 | 515
-- what timing repair did --
item,in CTS,in global routing
buffers inserted,1,3
hold buffers,0,0
gates cloned,0,0
gates resized,3,24
setup endpoints to repair,3,6
pin swaps,1,11
Power figures rest on the tool's default switching activity, not on a simulated workload.
