<file path="design/flow/config.mk">
export PLATFORM = sky130hd
export DESIGN_NAME = apb_master_if
export DESIGN_NICKNAME = apb_master_if
export VERILOG_FILES = /design/flow/design.v
export SDC_FILE = /design/flow/constraint.sdc
export NUM_CORES = 4
export LEC_CHECK = 1
export CORE_UTILIZATION = 40
</file>
<file path="design/flow/run.sh">
#!/bin/bash
# OpenROAD 26Q1-2900-gdf79404cd8, Yosys 0.63+post, stock flow scripts
make -C /OpenROAD-flow-scripts/flow DESIGN_CONFIG=/design/flow/config.mk WORK_HOME=/design/flow/orfs finish
</file>
<file path="design/flow/constraint.sdc">
current_design apb_master_if

set clk_period 4.8
set clk_io_pct 0.2

create_clock -name clk0 -period $clk_period [get_ports {apb_clk_in}]

set non_clock_inputs [all_inputs -no_clocks]
set_input_delay [expr $clk_period * $clk_io_pct] -clock clk0 $non_clock_inputs
set_output_delay [expr $clk_period * $clk_io_pct] -clock clk0 [all_outputs]
</file>
<file path="design/flow/design.v">
module  apb_master_if  #(   parameter   APB_DATA_WIDTH  =  32,
                            parameter   APB_ADDR_WIDTH  =  32,
                            parameter   TIMEOUT_CYCLE   =  6
                        )
(
    output  reg  [APB_ADDR_WIDTH-1:0]  apb_addr_out,
    input   apb_clk_in,
    output  reg  apb_penable_out,
    output  reg  apb_psel_out,
    input   [APB_DATA_WIDTH-1:0]  apb_rdata_in,
    input   apb_ready_in,
    input   apb_rstn_in,
    output  reg  [APB_DATA_WIDTH-1:0]  apb_wdata_out,
    output  reg  apb_write_out,
    input   [APB_ADDR_WIDTH-1:0]  other_addr_in,
    output  other_clk_out,
    input   other_error_in,
    output  reg  other_error_out,
    output  reg  [APB_DATA_WIDTH-1:0]  other_rdata_out,
    output  reg  other_ready_out,
    input   other_sel_in,
    input   [APB_DATA_WIDTH-1:0]  other_wdata_in,
    input   other_write_in
);
localparam  WAIT_COUNTER_WIDTH  =  $clog2(TIMEOUT_CYCLE);
localparam  STATE_RST           =  0;
localparam  STATE_SETUP         =  1;
localparam  STATE_ENABLE        =  2;
localparam  STATE_WAIT          =  3;
localparam  STATE_TRANS         =  4;
localparam  STATE_ERROR         =  5;
reg [TIMEOUT_CYCLE -1: 0]  wait_counter;
reg [5:0]  apb_state;
reg [5:0]  next_state;
wire   addr_chagned;
wire   prot_changed;
wire   strb_changed;
wire   wdata_changed;
wire   write_changed;
wire   signal_changed;
wire   wait_timeout;
always @(*) begin
    next_state   =  0;
    if (!apb_rstn_in)
        next_state[STATE_RST]  =  1'd1;
    else begin
        case (1'd1)
            apb_state[STATE_RST]:begin
                if (!other_sel_in)
                    next_state[STATE_RST]     =   1'd1;
                else if ( other_error_in )
                    next_state[STATE_ERROR]   =   1'd1;
                else
                    next_state[STATE_SETUP]   =   1'd1;
            end
            apb_state[STATE_SETUP]:begin
                if (!other_sel_in || signal_changed || other_error_in)
                    next_state[STATE_ERROR]   =   1'd1;
                else
                    next_state[STATE_ENABLE]  =   1'd1;
            end
            apb_state[STATE_ENABLE] || apb_state[STATE_WAIT]: begin
                if (!other_sel_in || signal_changed || other_error_in || wait_timeout)
                    next_state[STATE_ERROR]   =   1'd1;
                else if (apb_ready_in)
                    next_state[STATE_TRANS]   =   1'd1;
                else
                    next_state[STATE_WAIT]    =   1'd1;
            end
            default: 
                next_state[STATE_RST]  =  1'd1;
        endcase
    end
end
always @(negedge apb_clk_in ) begin
    apb_state <= next_state;
end
always @(posedge apb_clk_in or negedge apb_rstn_in ) begin
    if (!apb_rstn_in) begin
        apb_addr_out      <=  0;
        apb_penable_out   <=  1;
        apb_psel_out      <=  0;
        apb_wdata_out     <=  0;
        apb_write_out     <=  0;
        other_error_out   <=   0;
        other_rdata_out   <=   0;
        other_ready_out   <=   0;
        wait_counter      <=   0;
    end
    else  begin
            case (1'd1)
                apb_state[STATE_RST]: begin
                    apb_addr_out      <=  0;
                    apb_penable_out   <=  1;
                    apb_psel_out      <=  0;
                    apb_wdata_out     <=  0;
                    apb_write_out     <=  0;
                    other_error_out   <=   0;
                    other_rdata_out   <=   0;
                    other_ready_out   <=   0;
                    wait_counter      <=   0;
                end
                apb_state[STATE_SETUP]:begin
                    apb_addr_out            <=  other_addr_in;
                    apb_penable_out         <=  0;
                    apb_psel_out            <=  1;
                    apb_write_out           <=  other_write_in;
                    apb_wdata_out           <=  other_write_in? other_wdata_in: 0;
                end
                apb_state[STATE_ENABLE]: apb_penable_out <= 1;
                apb_state[STATE_WAIT]:   wait_counter <= (wait_counter + 1);
                apb_state[STATE_TRANS]:begin
                    apb_psel_out            <=  0;
                    apb_penable_out         <=  1;
                    other_ready_out         <=  1;
                        other_error_out  <=  0;
                    other_rdata_out      <=  apb_write_out? 0: apb_rdata_in;
                end
                apb_state[STATE_ERROR]: begin
                    apb_psel_out        <=  0;
                    apb_penable_out     <=  0;
                    other_error_out     <=  1;
                    other_ready_out     <=  1;
                end
                default: ;
        endcase
    end
end
assign  addr_chagned   =  ( other_addr_in  != apb_addr_out);
assign  write_changed  =  ( other_write_in != other_write_in);
assign  wdata_changed  =  apb_write_out && (other_wdata_in != apb_wdata_out);
assign  prot_changed   =  0;   
assign  strb_changed   =  0;   
assign  signal_changed = addr_chagned || write_changed || wdata_changed 
                            || prot_changed || strb_changed;
assign  other_clk_out = apb_clk_in;
assign  wait_timeout  =  (wait_counter == TIMEOUT_CYCLE);
endmodule
</file>
==> impl_metrics.json <==
{
  "status": "complete, no violations",
  "synthesis.area_mm2": 0.00516,
  "place_inst": 862,
  "cts_tree": "yes",
  "clk_latency_ns": 0.57,
  "antenna_found_initial": 0,
  "finClkSkew_ns": 0.0535,
  "synthArstFlopShare_pct": 94.7,
  "crit_fanout": 4,
  "slew_headroom_pct": 52.9,
  "drtAntennaViolNets": 0,
  "ys.flops": 113,
  "row_count": 41,
  "ir_worst_vdd_uv": 257,
  "fin_tns_setup_ns": 0,
  "synth_cells": 486,
  "power.leakage_nw": 3.33,
  "die.size.y_um": 116,
  "edf_count": 0,
  "grt_pass1_vias": 4417,
  "synth_cell_types": 37,
  "chip_area_mm2": 0.0134,
  "cp-start-kind": "input pin",
  "rsz0062_at_grt": "false",
  "drt_iter0_drc": 243,
  "overflow": 0,
  "grt_max_degree": 66,
  "worstSetupPathType": "in -> reg",
  "yosysSeqAreaShare_pct": 54.3,
  "max_stage_delay_ns": 0.50,
  "common_cells": "dfrtp_1 (106), nand2_1 (70), xnor2_1 (62), nor2_1 (46), o21ai_0 (35)",
  "coreArea_mm2": 0.0126,
  "worstSetupEndpointType": "flip-flop",
  "portBuffers": 203,
  "synth_area_per_cell_um2": 10.6,
  "min_path_type": "in -> async",
  "final_util_pct": 65.1,
  "grt_use_total_pct": 22.6,
  "via_count": 4390,
  "crit_arrival_ns": 2.74,
  "flop_cell": "dfrtp_1",
  "grt_pass1_wl_mm": 22.5,
  "drt_pre_antenna_iters": 4,
  "yosysMostFrequentCell": "dfrtp_1",
  "finalSetupViolCount": 0,
  "p_total_mw": 2.67,
  "drc_errors": 0,
  "synthTopCellsByArea": "dfrtp_1 (51%), xnor2_1 (11%), mux2i_1 (6.2%)",
  "reg2regPathDepth": 6,
  "whs_ns": 0.248,
  "ys_cells": 486,
  "gp_congestion": 0.849,
  "area_delta_synth_final_pct": 59.2,
  "antennaDiodeCount": 0,
  "drive_above_1_share_pct": 9.86,
  "post-dp-hpwl_mm": 10.1,
  "yosys_area_mm2": 0.00516,
  "required_ns": 2.84,
  "routed_wl_mm": 14.4,
  "core_util_floorplan_pct": 40.9,
  "cpMaxStageDelayCell": "clkdlybuf4s50_1",
  "die_w_um": 116,
  "finalNonFillerCells": 902,
  "avgViaCountPerCell": 4.87,
  "hold_viol_final": 0,
  "cap_violations": 0,
  "yosys.area.top_type": "dfrtp_1",
  "worstMarginPinSlew_ns": 0.706,
  "maxSlewViolCount": 0,
  "path_clk_slew_ns": 0.05,
  "power_density_mw_per_mm2": 325,
  "ys_warn_count": 1,
  "top_area_share_pct": 51.4,
  "path_cells": "clkdlybuf4s50_1, xnor2_1, nand4_1, nor4_1, buf_4, a21boi_1, o311a_1",
  "warnings": 28,
  "io_pins": 204,
  "wire_per_inst_um": 16.0
}
-- worst max-delay path: cells and delay by family --
family          cells  cell delay [ns]
buf+inv             2             0.68
compound gates      2             0.51
simple gates        2             0.44
xor+xnor            1             0.14
-- worst paths after layout --
| check | from | end | slack (ns) |
|---|---|---|---|
| setup / recovery | other_wdata_in[12] | apb_state[5] | 0.10 |
| hold / removal | apb_rstn_in | wait_counter[1] | 0.25 |
| setup reg to reg | apb_wdata_out[12] | apb_state[5] | 0.63 |
| hold reg to reg | other_rdata_out[15] | other_rdata_out[15] | 0.48 |
| max in group asynchronous | apb_rstn_in | apb_addr_out[23] | 2.95 |
| min in group clk0 | other_rdata_out[15] | other_rdata_out[15] | 0.48 |
-- cell usage in the layout, fill, tap and decap left out, types with 3 or more instances in the layout --
master	netlist	final
o21ai_0	35	35
nor2b_1	3	3
clkbuf_16	0	21
buf_4	1	29
mux2i_1	32	32
xor2_1	7	7
clkbuf_8	0	3
dfxtp_1	6	4
nand4_1	23	23
nor2_1	46	44
nand2_1	70	70
nor4_1	7	6
clkinv_2	0	7
clkdlybuf4s50_1	0	202
xnor2_1	62	62
dfrtp_1	106	106
nor3_1	4	4
a22o_1	32	32
inv_1	3	8
-- stage by stage --
| stage | worst slack [ns] | instance area (um2) |
|---|---|---|
| CTS | 0.0838 | 8210 |
| global route | 0.0501 | 8210 |
| global placement | -0.476 | 7510 |
| floorplan | 0.343 | 5160 |
| detailed placement | -0.467 | 7510 |
| finish | 0.105 | 8210 |
-- layout make-up --
class	instances	area, um2
Fill cell	998	4410
Sequential cell	113	2800
Multi-Input combinational cell	343	2250
Timing Repair Buffer	230	2230
Clock buffer	26	581
Tap cell	172	215
Clock inverter	16	125
Inverter	2	7.51
-- where the power goes --
group / switching, mW / total (mW) / internal, mW
Clock: 0.454 / 1.41 / 0.955
Combinational: 0.112 / 0.270 / 0.158
Sequential: 0.0162 / 0.991 / 0.975
Total: 0.582 / 2.67 / 2.09
-- logic make-up (layout without fill, tap and decap cells) --
kind of cell / Yosys count / in the layout / synth area share, %
compound gates: 76 / 76 / 10.2
xor+xnor: 69 / 69 / 11.7
fa+ha+maj: 2 / 2 / 0.485
buf+inv: 30 / 274 / 2.50
flops: 113 / 113 / 54.3
mux: 32 / 32 / 6.21
simple gates: 164 / 164 / 14.7
-- repair_timing --
item,4_1_cts,5_1_grt
setup buffers,0,0
gates resized,0,1
endpoints found under the setup margin,0,1
hold buffers,0,0
endpoints found under the hold margin,0,0
-- routing by layer --
| layer | vias to the layer above | share of wire, % | routed length (um) | track usage, % |
|---|---|---|---|---|
| met5 | - | 0 | 0 | 0 |
| met4 | 0 | 1.1 | 161 | 2.86 |
| met3 | 12 | 8.3 | 1190 | 7.46 |
| met2 | 148 | 45 | 6480 | 33.8 |
| met1 | 2084 | 46 | 6600 | 34.3 |
| li1 | 2146 | - | - | - |
-- flip-flops by register name, indices dropped and copies added, names as in the netlist, 6 cells and up --
name,flops
apb_addr_out,32
apb_state,6
apb_wdata_out,32
other_rdata_out,32
wait_counter,6
Power and IR drop assume default switching activity.
